<file path="flow/config.mk">
export PLATFORM = sky130hd
export DESIGN_NAME = sp_ram
export DESIGN_NICKNAME = sp_ram
export VERILOG_FILES = /design/flow/design.v
export SDC_FILE = /design/flow/constraint.sdc
export NUM_CORES = 4
export LEC_CHECK = 1
export CORE_UTILIZATION = 50
</file>
<file path="flow/constraint.sdc">
current_design sp_ram

set clk_period 25.0
set clk_io_pct 0.2

create_clock -name clk0 -period $clk_period [get_ports {clk}]

set non_clock_inputs [all_inputs -no_clocks]
set_input_delay [expr $clk_period * $clk_io_pct] -clock clk0 $non_clock_inputs
set_output_delay [expr $clk_period * $clk_io_pct] -clock clk0 [all_outputs]
</file>
<file path="flow/design.v">
module sp_ram
  #(
    parameter ADDR_WIDTH = 8,
    parameter DATA_WIDTH = 32,
    parameter NUM_WORDS  = 256
  )(
    input  logic                    clk,
    input  logic                    en_i,
    input  logic [ADDR_WIDTH-1:0]   addr_i,
    input  logic [DATA_WIDTH-1:0]   wdata_i,
    output logic [DATA_WIDTH-1:0]   rdata_o,
    input  logic                    we_i,
    input  logic [DATA_WIDTH/8-1:0] be_i
  );
  localparam words = NUM_WORDS/(DATA_WIDTH/8);
  logic [DATA_WIDTH/8-1:0][7:0] mem[words];
  logic [DATA_WIDTH/8-1:0][7:0] wdata;
  logic [ADDR_WIDTH-1-$clog2(DATA_WIDTH/8):0] addr;
  integer i;
  assign addr = addr_i[ADDR_WIDTH-1:$clog2(DATA_WIDTH/8)];
  always @(posedge clk)
  begin
    if (en_i && we_i)
    begin
      for (i = 0; i < DATA_WIDTH/8; i++) begin
        if (be_i[i])
          mem[addr][i] <= wdata[i];
      end
    end
    rdata_o <= mem[addr];
  end
  genvar w;
  generate for(w = 0; w < DATA_WIDTH/8; w++)
    begin
      assign wdata[w] = wdata_i[(w+1)*8-1:w*8];
    end
  endgenerate
endmodule
</file>
<file path="flow/run.sh">
#!/bin/bash
# OpenROAD 26Q1-2900-gdf79404cd8, Yosys 0.63+post, stock flow scripts
make -C /OpenROAD-flow-scripts/flow DESIGN_CONFIG=/design/flow/config.mk WORK_HOME=/design/flow/orfs finish
</file>
==> git commit body <==
Record implementation results from latest flow run

- Number of rows in the core area: 146
- The critical path's slowest stage uses the library cell sky130_fd_sc_hd__nor2_1.
* Total power per unit cell area: 79.79 mW/mm^2
- On met1, the global router reports a usage of between 40% and 50%.
* Max rail drop VDD: 0.00007096 V
- Total die size: 0.1613 sq mm
- Per the GRT congestion report, total overflow comes to 0.
- Most used flip-flop cell: sky130_fd_sc_hd__edfxtp_1
- The pre-antenna-repair detailed-routing pass consisted of 7 iterations.
* First-iteration detailed-routing DRC count: 3109
* Final routed wire length divided by cell count: ~33 microns
* Detail Route Antenna Nets: 0
- The layout summary lists the proportion of cells stronger than drive strength 1 as 15.40%.
* Pin count of the biggest net entering global routing: 100
- After routing the design area is 0.08956 sq mm.
- TritonCTS built the clock tree.
* Hold slack: around 0.7 ns
- The script extracted a total leakage power of ~28 nW.
- Post-CTS setup repair buffer count: 0
* Type of the most critical hold path: flop to flop
- CTS H-Tree Depth: 4
- CTS Sinks: 2080
- Ranking logic cells in the layout by count gives the top entries sky130_fd_sc_hd__edfxtp_1, sky130_fd_sc_hd__nor2_1, sky130_fd_sc_hd__mux2i_1.
- Buffers inserted during clock tree synthesis total 204.
- Actual slew at the worst max-slew pin: 1.038 ns
* Kind of start point of the critical path: input port
* Total length of routed wires: approximately 230000 microns
- Met2 layer usage reported by global route: 44.01%
- Top-level I/O count: 79
* GPL Wtd Cong: 0.9324
- After detailed placement, the total cell area comes to 0.08319 sq mm.
- Critical path data required time: 25.44 ns
- Post-synth EDFFs: 2048
- Yosys cell count: between 4000 and 5000
- Setup repair after global routing left no endpoint under its margin.
* # resized after CTS: 0
* Synthesized chip area reported by yosys: roughly 0.08 sq mm
* Endpoint kind of the worst setup timing path: flop
* Number of instances in the synthesized netlist: 4596
* Worst setup slack for register-to-register paths: 22.15 ns
- The clock passes through at most 3 buffers.
* Number of pins exceeding their max-slew limit in the final report: 0
- The setup path with the least slack is of type input port to flop.
- Warnings raised by the tools during the run amount to 28.
* Final HPWL from detailed placement: 143700 microns
- Dividing the synthesized area by the synthesized cell count gives around 17 sq um.
- The flow ran to the end, and the final reports show no timing, DRC or antenna violations.
* Via-to-Cell Ratio: between 6 and 7
* Die outline height: 401.7 microns
* Area overhead of the layout relative to synthesis: 12.15%
- First-pass GRT wire length: 329900 microns
- Final Cycle Share: 36.40%
- Most numerous logic cell after layout: sky130_fd_sc_hd__edfxtp_1
- The worst path needs 9.099 ns of the cycle, external delays included.
- The initial utilization of the core area, before any placement, comes to 50.42%.
- Global-route usage over all layers: around 33%
- The end-of-flow timing check tallies setup violations at 0.
* FFs w/ async S/R, synth: 0%
* Biggest fanout along the worst timing path: 50
- On the critical path the largest part of the delay comes from simple AND/OR/NAND/NOR gates.
* Worst path bufs/invs: 3
- Hold violation count in the final report: 0
- Global route summary, busiest routing layer listed as met2.
- Via count of the first global-routing pass: 45790
- DRC violations left: 0
- Crit path arrival time: 9.54 ns
* Sequential area share after synthesis: between 70% and 80%
* Initial antenna violation count: 27
- Per the run summary, max-cap violations total 0.
- CTS hold repair buffers: 0
* Number of buffer cells added on primary ports: 76
- Total vias in the final route: 44200
* Most frequent cell on the critical path: sky130_fd_sc_hd__buf_4
* Mapped Area: 0.07986 sq mm
* Post-Route Setup TNS: 0 ns
* Final setup skew: 0.04256 ns
* Clock root buffer master: sky130_fd_sc_hd__clkbuf_16
- For reference, the critical path cell chain is clkbuf_8 -> buf_4 -> or2b_2 -> nor2_4 -> buf_4 -> nand2_1 -> nor2_1.
- For this run, global-route usage on met3 was measured as 25.93%.
- The warning tally printed by Yosys for this design is 1.
* Slew HR: 30.51%
- Overall die width: 401.7 microns
* Maximum clock frequency: between 100 and 150 MHz
- Per STA, the highest per-stage delay on the worst path measures 0.95 ns.
* Insertion delay to the later sink of the worst-skew pair: a little over 0.8 ns
- Library cells used by synthesis: roughly 60
- The timing report gives the clock slew at the launch and capture registers of the worst setup and hold paths as 0.06 ns.
* Filler cells: 11910
* Post-synth regs: approximately 2100
- Placeable core region: 0.1584 sq mm
## cell type report
| class | count | area (sq um) | share of cell area [%] |
|---|---|---|---|
| Inverter | 4 | 17.52 | 0.01956 |
| Multi-Input combinational cell | 2185 | 16170 | 18.06 |
| Clock buffer | 275 | 5648 | 6.306 |
| Antenna cell | 24 | 60.06 | 0.06706 |
| Tap cell | 2072 | 2592 | 2.895 |
| Sequential cell | 2080 | 62140 | 69.38 |
| Clock inverter | 91 | 658.1 | 0.7349 |
| Timing Repair Buffer | 292 | 2273 | 2.538 |
## sequential cells by signal (all words and copies together), names as in the netlist
register / count
rdata_o: 32
mem: 2048
## stage by stage
stage / util [%] / power [mW] / setup WS [ns] / instances
6_report: 56.55 / 7.146 / 15.90 / 7023
5_1_grt: 56.52 / 7.338 / 15.85 / 7007
4_1_cts: 56.51 / 7.176 / 16.10 / 6999
3_5_place_dp: 52.53 / 4.305 / 15.23 / 6633
3_3_place_gp: 52.53 / 4.302 / 15.29 / 6633
2_1_floorplan: - / 4.100 / 17.98 / 4596
## worst reg2reg max path: stages, from the launching register on
cell,delay (ns)
sky130_fd_sc_hd__edfxtp_1,0.36
sky130_fd_sc_hd__mux2i_1,0.14
sky130_fd_sc_hd__nor2_1,0.07
sky130_fd_sc_hd__a21oi_1,0.22
sky130_fd_sc_hd__o221ai_1,0.18
sky130_fd_sc_hd__a221oi_1,0.79
sky130_fd_sc_hd__nand4_1,0.70
## power by group
group | switching, mW | internal [mW] | total (mW)
logic | 0.270 | 0.111 | 0.380
registers | 0.0109 | 3.84 | 3.86
clock network | 1.26 | 1.65 | 2.91
total | 1.54 | 5.61 | 7.15
## path summary, 6_finish.rpt
check,start,end,depth (start not counted)
setup reg to reg,mem[25][30],rdata_o[30],6
hold reg to reg,mem[54][13],rdata_o[13],4
setup / recovery,addr_i[2],mem[45][3],7
hold / removal,mem[54][13],rdata_o[13],4
## Yosys cell counts (66+ instances only)
master	count	area share, %
sky130_fd_sc_hd__a21oi_1	182	1.1
sky130_fd_sc_hd__a221oi_1	178	2.0
sky130_fd_sc_hd__a22oi_1	281	2.6
sky130_fd_sc_hd__buf_2	115	0.72
sky130_fd_sc_hd__clkbuf_1	128	0.60
sky130_fd_sc_hd__edfxtp_1	2048	77
sky130_fd_sc_hd__mux2_2	114	1.6
sky130_fd_sc_hd__mux2i_1	287	3.6
sky130_fd_sc_hd__mux4_2	66	1.9
sky130_fd_sc_hd__nand2_1	127	0.60
sky130_fd_sc_hd__nor2_1	401	1.9
sky130_fd_sc_hd__o21ai_0	100	0.63
sky130_fd_sc_hd__o22ai_1	113	0.89
## routing by layer
layer / routed length [microns] / part of all wire, % / vias up
li1: - / - / 19080
met1: 74060 / 32 / 21930
met2: 104600 / 45 / 2639
met3: 43410 / 19 / 505
met4: 10590 / 4.5 / 44
met5: 1124 / 0.48 / -
## logic make-up (layout without fill, tap and decap cells)
logic type             Yosys count  after routing  synth area share [%]
AND-OR/OR-AND                 1077           1077                 9.546
AND/OR/NAND/NOR                626            626                 3.245
multiplexers                   482            482                 7.277
flip-flops                    2080           2080                 77.81
other                            0             24                     0
buffers and inverters          331            662                 2.121
No activity file was given, so power comes from the tool's default toggle rates.
